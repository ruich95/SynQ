**design/flow/config.mk**
```make
export PLATFORM = sky130hd
export DESIGN_NAME = mult18
export DESIGN_NICKNAME = mult18
export VERILOG_FILES = /design/flow/design.v
export SDC_FILE = /design/flow/constraint.sdc
export NUM_CORES = 4
export LEC_CHECK = 1
export CORE_UTILIZATION = 30
```
**design/flow/constraint.sdc**
```tcl
current_design mult18

set clk_period 16.6
set clk_io_pct 0.2

create_clock -name clk0 -period $clk_period

set non_clock_inputs [all_inputs -no_clocks]
set_input_delay [expr $clk_period * $clk_io_pct] -clock clk0 $non_clock_inputs
set_output_delay [expr $clk_period * $clk_io_pct] -clock clk0 [all_outputs]
```
**design/flow/design.v**
```verilog
module add
      #( parameter LEN = 32)
      (input  wire [LEN-1:0] add_in_1, 
       input  wire [LEN-1:0] add_in_2, 
       output wire [LEN:0] add_out);
       assign add_out = add_in_1 + add_in_2;
endmodule
module concat 
      #( parameter LEN1 = 32,
         parameter LEN2 = 32)
      (input wire [LEN1-1:0] concat_in_1, 
       input wire [LEN2-1:0] concat_in_2, 
       output wire [LEN1+LEN2-1:0] concat_out);
       assign concat_out[LEN1+LEN2-1:LEN2] = concat_in_1;
       assign concat_out[LEN2-1:0] = concat_in_2;
endmodule
module not_comp 
      #( parameter LEN = 32)
      (input  wire [LEN-1:0] not_comp_in_1, 
       output wire [LEN-1:0] not_comp_out);
       assign not_comp_out = ~not_comp_in_1;
endmodule
module and_comp
      #( parameter LEN = 32)
      (input  wire [LEN-1:0] and_comp_in_1, 
       input  wire [LEN-1:0] and_comp_in_2, 
       output wire [LEN-1:0] and_comp_out);
       assign and_comp_out = and_comp_in_1 & and_comp_in_2;
endmodule
module or_comp
      #( parameter LEN = 32)
      (input  wire [LEN-1:0] or_comp_in_1, 
       input  wire [LEN-1:0] or_comp_in_2, 
       output wire [LEN-1:0] or_comp_out);
       assign or_comp_out = or_comp_in_1 | or_comp_in_2;
endmodule
module xor_comp
      #( parameter LEN = 32)
      (input  wire [LEN-1:0] xor_comp_in_1, 
       input  wire [LEN-1:0] xor_comp_in_2, 
       output wire [LEN-1:0] xor_comp_out);
       assign xor_comp_out = xor_comp_in_1 ^ xor_comp_in_2;
endmodule
module slice
      #( parameter LEN   = 32,
         parameter LOWER = 0,
         parameter UPPER = 32)
      (input  wire [LEN-1:0] slice_in_1,
       output wire [UPPER-LOWER-1: 0] slice_out);
       assign slice_out = slice_in_1[UPPER-1:LOWER];
endmodule
module eq
      #( parameter LEN = 32)
      (input  wire [LEN-1:0] eq_in_1, 
       input  wire [LEN-1:0] eq_in_2, 
       output wire eq_out);
       assign eq_out = eq_in_1 == eq_in_2 ? 1'b1 : 1'b0;
endmodule
module ltu
      #( parameter LEN = 32)
      (input  wire [LEN-1:0] ltu_in_1, 
       input  wire [LEN-1:0] ltu_in_2, 
       output wire ltu_out);
       assign ltu_out = ltu_in_1 < ltu_in_2 ? 1'b1 : 1'b0;
endmodule
module lt
      #( parameter LEN = 32)
      (input  wire [LEN-1:0] lt_in_1, 
       input  wire [LEN-1:0] lt_in_2, 
       output wire lt_out);
      wire signed [LEN-1:0] x_signed;
      wire signed [LEN-1:0] y_signed;
      assign x_signed = $signed(lt_in_1);
      assign y_signed = $signed(lt_in_2);
      assign lt_out = x_signed < y_signed ? 1'b1 : 1'b0;
endmodule
module sll
      #( parameter LEN = 32,
         parameter SHAMT = 0)
      (input  wire [LEN-1:0] sll_in_1, 
       output wire [LEN-1:0] sll_out);
      assign sll_out = sll_in_1 << SHAMT;
endmodule
module srl
      #( parameter LEN = 32,
         parameter SHAMT = 0)
      (input  wire [LEN-1:0] srl_in_1, 
       output wire [LEN-1:0] srl_out);
      assign srl_out = srl_in_1 >> SHAMT;
endmodule
module sra
      #( parameter LEN = 32,
         parameter SHAMT = 0)
      (input  wire [LEN-1:0] sra_in_1, 
       output wire [LEN-1:0] sra_out);
      wire signed [LEN-1:0] sra_in_signed;
      wire signed [LEN-1:0] sra_out_signed;
      assign sra_in_signed = $signed(sra_in_1);
      assign sra_out_signed = sra_in_signed >>> SHAMT;
      assign sra_out = $unsigned(sra_out_signed);
endmodule
module mux21_comp
      #( parameter LEN = 32)
      (input  wire mux21_comp_sel,
       input  wire [LEN-1:0] mux21_comp_in_1, 
       input  wire [LEN-1:0] mux21_comp_in_2, 
       output wire [LEN-1:0] mux21_comp_out);
      assign mux21_comp_out = mux21_comp_sel == 1'd1 ? mux21_comp_in_1 : mux21_comp_in_2;
endmodule
module mult18
      (input  wire [17:0] mult18_in_1, 
       input  wire [17:0] mult18_in_2, 
       output wire [35:0] mult18_out);
      wire signed [17:0] x_signed;
      wire signed [17:0] y_signed;
      assign x_signed = $signed(mult18_in_1);
      assign y_signed = $signed(mult18_in_2);
      assign mult18_out = x_signed * y_signed;
endmodule
```
**design/flow/run.sh**
```bash
#!/bin/bash
# OpenROAD 26Q1-2900-gdf79404cd8, Yosys 0.63+post, stock flow scripts
make -C /OpenROAD-flow-scripts/flow DESIGN_CONFIG=/design/flow/config.mk WORK_HOME=/design/flow/orfs finish
```
==> metrics.txt <==
# HELP chip_impl_metric Physical implementation figures
# TYPE chip_impl_metric gauge
chip_impl_info{name="crit_chain",value="clkdlybuf4s50_1, nand2_1, fa_1, inv_1, fa_1, fa_1, fa_1, fa_1, inv_1, fa_1, inv_1, ha_1, a21o_1, a21oi_1, o2bb2ai_1, a31o_2, o41a_1, a211o_1, a21oi_1, xnor2_1, clkdlybuf4s50_1"} 1
chip_impl_metric{name="arrival",unit="ps"} 10760
chip_impl_metric{name="post-route-worst-setup-slack",unit="ps"} 2520
chip_impl_metric{name="place.detailed.hpwl",unit="um"} 23000
chip_impl_metric{name="largest_net_degree_at_the_start_of_global_routing",unit=""} 20
chip_impl_metric{name="postRouteAntennaNets",unit=""} 0
chip_impl_metric{name="layoutNonFillerInstCount",unit=""} 1903
chip_impl_metric{name="period_minus_slack",unit="ps"} 14080
chip_impl_metric{name="slew_headroom",unit=""} 0.439
chip_impl_info{name="worstSetupStartpointType",value="primary input"} 1
chip_impl_metric{name="detailroute.via_count",unit=""} 8367
chip_impl_metric{name="detail_route.wirelength.met1",unit="um"} 11800
chip_impl_info{name="critical_path.most_common_cell",value="fa_1"} 1
chip_impl_metric{name="tightest_slew",unit="ps"} 838
chip_impl_metric{name="initial_antenna_violation_count",unit=""} 0
chip_impl_info{name="hold_path_class",value="primary input to primary output"} 1
chip_impl_metric{name="met2_length",unit="um"} 13300
chip_impl_metric{name="grt_overflow",unit=""} 0
chip_impl_metric{name="synth.cellmix.adderShare",unit=""} 0.644
chip_impl_metric{name="yosys.area_share.aoi",unit=""} 0.0396
chip_impl_metric{name="synthesis.yosys.warnings",unit=""} 0
chip_impl_metric{name="floorplan.die_area",unit="sq um"} 40900
chip_impl_metric{name="cts.hold.buffers_added",unit=""} 0
chip_impl_metric{name="finalSetupViolCount",unit=""} 0
chip_impl_metric{name="floorplan.initialDensity",unit=""} 0.304
chip_impl_metric{name="coreArea",unit="sq um"} 39600
chip_impl_metric{name="wl_met3",unit="um"} 2390
chip_impl_info{name="largest_family_of_logic_cells_by_area",value="adder cells"} 1
chip_impl_metric{name="storage_cell_area",unit="sq um"} 0
chip_impl_metric{name="syn_avg_cell_area",unit="sq um"} 9.08
chip_impl_metric{name="yosys.stat.seqShare",unit=""} 0
chip_impl_metric{name="synth.mux.area_fraction",unit=""} 0.000935
chip_impl_info{name="dr.max_layer_used",value="met4"} 1
chip_impl_metric{name="yosys_area",unit="sq um"} 12000
chip_impl_metric{name="drv_slew",unit=""} 0
chip_impl_metric{name="ys_types",unit=""} 40
chip_impl_metric{name="cap_violations",unit=""} 0
chip_impl_metric{name="detail_route.iter0.violations",unit=""} 186
chip_impl_metric{name="finalCritPeriodShare",unit=""} 0.848
chip_impl_metric{name="synthesis.area",unit="sq um"} 12000
chip_impl_metric{name="boundaryPins",unit=""} 72
chip_impl_metric{name="n_antenna_cell",unit=""} 0
chip_impl_metric{name="grt_first_pass_wirelength",unit="um"} 47200
chip_impl_metric{name="std_cell_rows",unit=""} 73
chip_impl_info{name="worstSetupPathType",value="primary input to primary output"} 1
chip_impl_metric{name="synthToLayoutAreaGrowth",unit="%"} 11.5
chip_impl_metric{name="vias_per_cell",unit=""} 4.40
chip_impl_metric{name="chipWidth",unit="um"} 202
chip_impl_metric{name="layout-drive-gt1-share",unit=""} 0.0225
chip_impl_metric{name="cts.repair.resized",unit=""} 0
chip_impl_metric{name="pre_antenna_drt_iters",unit=""} 4
chip_impl_metric{name="critical_path_required",unit="ps"} 13280
chip_impl_info{name="crit_end_category",value="primary output"} 1
chip_impl_metric{name="fp.dieH",unit="um"} 202
chip_impl_info{name="worst_path_cell_with_the_longest_stage_delay",value="clkdlybuf4s50_1"} 1
chip_impl_metric{name="placed_cells",unit=""} 1903
chip_impl_metric{name="whs_path_depth",unit=""} 4
chip_impl_metric{name="hold_violations",unit=""} 0
chip_impl_metric{name="finalWirelength",unit="um"} 27700
chip_impl_metric{name="seq_cell_count",unit=""} 0
chip_impl_info{name="min_to",value="mult18_out[0]"} 1
chip_impl_metric{name="grt_usage",unit=""} 0.153
chip_impl_metric{name="place_ws",unit="ps"} 2460
chip_impl_metric{name="stage_log_warnings",unit=""} 32
chip_impl_metric{name="final.setup.tns",unit="ps"} 0
chip_impl_metric{name="clockBufferCount",unit=""} 0
chip_impl_metric{name="routed_wire_length_per_instance",unit="um"} 14.6
chip_impl_info{name="rsz0062_at_grt",value="false"} 1
chip_impl_metric{name="number_of_global_route_vias_before_repair",unit=""} 9115
chip_impl_info{name="run_status",value="finished, final reports clean"} 1
chip_impl_metric{name="synthXorXnorAreaFrac",unit=""} 0.0255
chip_impl_metric{name="post_cts_repair_timing_setup_buffer_count",unit=""} 0
chip_impl_metric{name="yosys-stat-cells",unit=""} 1326
chip_impl_metric{name="synth_cells",unit=""} 1326
chip_impl_metric{name="synth_simple_gate_area_share",unit=""} 0.161
chip_impl_metric{name="max_freq",unit="GHz"} 0.0710
chip_impl_metric{name="portBuffers",unit=""} 72
chip_impl_metric{name="gp_congestion",unit=""} 0.894
chip_impl_metric{name="crit_path_max_incr_delay",unit="ps"} 950
chip_impl_info{name="holdCritStartpoint",value="mult18_in_1[0]"} 1
chip_impl_metric{name="critical_path_peak_fanout",unit=""} 18
chip_impl_metric{name="route.detailed.drc",unit=""} 0
[worst max-delay path by stage]
| stage | from | to | cells after the start |
|---|---|---|---|
| after CTS | mult18_in_2[3] | mult18_out[35] | 21 |
| after global routing | mult18_in_1[17] | mult18_out[35] | 25 |
| final | mult18_in_2[3] | mult18_out[35] | 21 |
[cell usage after synthesis, drive strengths merged, types with 2 or more instances]
cell type  count  area, sq um
inv          368         1380
fa           329         6590
and2         164         1030
nand2        161          604
ha            93         1160
clkbuf        43          161
xnor2         29          254
a21oi         25          125
nor2          22         82.6
nor2b         16          100
o21ai         12         63.8
nand2b         7         43.8
o21bai         7         52.6
xor2           6         52.6
a21o           5         37.5
nand3          4         20.0
nor3           4         20.0
a31oi          3         18.8
o21a           3         22.5
a211o          2         17.5
a211oi         2         20.0
a21boi         2         15.0
and3           2         12.5
and4           2         17.5
buf            2         16.3
nand4          2         12.5
[cells in the final DEF (no fill, tap or decap), types with 11 or more instances in the layout]
master	count
and2_1	164
nor2_1	22
clkdlybuf4s50_1	72
nor2b_1	16
ha_1	93
a21oi_1	25
xnor2_1	29
o21ai_0	11
buf_4	25
fa_1	329
inv_1	368
nand2_1	161
[critical path: cells and delay by family]
kind,cells,cell delay [ps]
buffers and inverters,5,1680
adders and majority gates,7,3800
and+or+nand+nor,1,270
xor gates and xnor gates,1,150
AOI/OAI and AO/OA,7,1530
[stage by stage]
step                      cell area (sq um)  hold WS (ps)   util
after floorplan                       12000          6710      -
after global placement                13400          7810  0.339
after detailed placement              13400          7810  0.339
after CTS                             13400          7810  0.339
after global routing                  13400          7850  0.339
final                                 13400          7810  0.339
[area by class of cell]
class | count | area [sq um]
tap | 525 | 657
multi-input combinational | 913 | 10500
inverter | 368 | 1380
fill | 4028 | 26200
timing repair buffer | 97 | 908
[routing by layer]
| metal | GRT usage | vias up |
|---|---|---|
| li1 | - | 3893 |
| met1 | 0.213 | 4208 |
| met2 | 0.245 | 248 |
| met3 | 0.0559 | 18 |
| met4 | 0.0134 | 0 |
| met5 | 0 | - |
[cell families after synthesis]
logic type                 count (synthesis)
buffers and inverters                    413
and+or+nand+nor                          384
muxes                                      1
xor gates and xnor gates                  35
AOI/OAI and AO/OA                         71
adders and majority gates                422
